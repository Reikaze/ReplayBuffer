==> design/flow/run.sh <==
#!/bin/bash
# OpenROAD 26Q1-2900-gdf79404cd8, Yosys 0.63+post, stock flow scripts
make -C /OpenROAD-flow-scripts/flow DESIGN_CONFIG=/design/flow/config.mk WORK_HOME=/design/flow/orfs finish
==> design/flow/config.mk <==
export PLATFORM = sky130hd
export DESIGN_NAME = crc
export DESIGN_NICKNAME = crc
export VERILOG_FILES = /design/flow/design.v
export SDC_FILE = /design/flow/constraint.sdc
export NUM_CORES = 4
export LEC_CHECK = 1
export CORE_UTILIZATION = 50
==> design/flow/constraint.sdc <==
current_design crc

set clk_period 4.5
set clk_io_pct 0.2

create_clock -name clk0 -period $clk_period [get_ports {clk}]

set non_clock_inputs [all_inputs -no_clocks]
set_input_delay [expr $clk_period * $clk_io_pct] -clock clk0 $non_clock_inputs
set_output_delay [expr $clk_period * $clk_io_pct] -clock clk0 [all_outputs]
==> design/flow/design.v <==
module crc #(parameter NBITS=16)	 
	     (input clk,
	      input rst,
	      input we,
	      input [95:0] data,
	      output reg [NBITS-1:0] q,
	      output reg [127:0] dataOut,
	      output reg rdy);
reg [NBITS:1] d;
reg xorin;
integer count = 0;
reg [11:0] seq;
always@(posedge clk, negedge rst)
begin
	if(!rst)
	begin
		d <= 16'b1;
		seq <= 0;
	end
	else begin
		if(we)begin
			d <= data;
			if(rdy)begin
			rdy <= 0;
			end
		end
		else begin	
			if(count < 15)begin
			d <= {d[NBITS-1:1], xorin};
			rdy <= 0;
			count <= count + 1;
			end
			else begin
			rdy <= 1;
			seq <= seq + 1;
			end
		end
	end
end
always@(*)begin
	xorin = (d[12] ^ d[3] ^ d[1]);
	if(rdy)begin
	q = d[NBITS:1];
	dataOut[15:0] = q;
	dataOut[95:16] = data[95:16];
	dataOut[127:96] = seq;
	end
end
endmodule
==> GITHUB_STEP_SUMMARY <==
### Flow metrics

| Metric | Value |
|---|---|
| R2R depth | `5` |
| Max Cap Viol | `0` |
| Worst hold stages | `1` |
| Crit path DAT | `2.87 ns` |
| H-tree Lvls | `3` |
| Max clock buf depth | `2` |
| DR vias/cell | `around 4.8` |
| Worst rel slew slack | `between 40 and 50%` |
| Post-layout period usage | `approximately 59%` |
| Clk Latency, worst-skew pair | `between 0.3 and 0.4 ns` |
| I/O pin count | `~240` |
| Vias in the first global route | `between 3000 and 4000` |
| Fillers | `a little over 600` |
| Most common reg cell | `dlxtp_1` |
| Period minus WS final | `approximately 2.7 ns` |
| Yosys synthesis chip area | `approximately 0.0048 mm2` |
| Tool warning count | `28` |
| Avg Cell Area, Syn | `12.1 um2` |
| First DRT Iteration DRCs | `109` |
| Remaining global-route overflow | `0` |
| Root Driver | `clkbuf_8` |
| Final instance area | `~0.0072 mm2` |
| Ys async rst share | `approximately 17%` |
| WL final | `about 13000 um` |
| Core Rows | `35` |
| Initial antenna violation count | `2` |
| Port Buffer Count | `around 220` |
| Crit Path Class | `in -> reg` |
| Final setup viols | `0` |
| PostCTS Resize Cnt | `0` |
| Pre-Repair DR Iteration Count | `7` |
| Post-route ant nets | `0` |
| Distinct cell type count after synthesis | `35` |
| Register pins left without a clock | `roughly 110` |
| Routed via count | `between 3000 and 4000` |
| WL/cell | `around 18 um` |
| Cell Pwr Density | `between 200 and 250 mW/mm2` |
| Commonest Layout Cell | `clkdlybuf4s50_1` |
| Max Clk Rate | `376 MHz` |
| Area grow syn2layout | `50.1%` |
| Top cells excl fill/tap | `clkdlybuf4s50_1 (223), dlxtp_1 (108), edfxtp_1 (33)` |
| FP Util | `slightly above 50%` |
| Setup TNS | `0 ns` |
| Inst Count DP | `733` |
| Critical path peak fanout | `23` |
| Mapped Area | `0.00482 mm2` |
| Cell area after placement | `0.00703 mm2` |
| Final Skew | `just under 0.01 ns` |
| Ys flops | `between 150 and 200` |
| Pin count of the biggest net entering global routing | `109` |
| Final Slew Violations | `0` |
| Status | `finished clean` |
| Least-Margin Pin Slew | `between 0.8 and 0.9 ns` |
| Number of setup buffers added after CTS | `0` |
| Data required, critical path | `between 4 and 5 ns` |
| CTS Hold Buffers Added | `0` |
| CTS Buf Count | `9` |
| Number of unconstrained endpoints | `232` |
| Peak supply drop | `between 0.0002 and 0.00025 V` |
| RePlAce Congestion | `a little under 0.9` |
| Synth warnings | `1` |
| Share of cells above drive strength 1 | `4.52%` |
| Leak pwr | `0.00302 uW` |
| Cell count listed in synth_stat.txt | `between 300 and 400` |
| Die X | `~100 um` |
| DRC | `0` |
| Die Area | `0.0100 mm2` |
| Clock transition at path regs | `roughly 0.070 ns` |
| TritonCTS clock tree | `done` |
| Worst hold start | `seq[11]` |
| Die Y | `~100 um` |
| Mapped Cells | `between 300 and 400` |
| Flip-flops with a built-in enable | `33` |
| Endpoints failing hold | `0` |
| Core Area | `between 0.009 and 0.01 mm2` |
| R2R setup slack | `between 1.5 and 2 ns` |
| Final Core Density | `between 70% and 80%` |
| Unrepaired setup endpoints after global routing | `false` |
| Launch point of the worst path | `we` |
| Critical Path End Type | `flop` |
| Global-route wire length before repair | `between 15000 and 20000 um` |
| All-layer global routing usage | `slightly below 30%` |
| Fin cells | `approximately 750` |
| HPWL after detailed placement | `between 10000 and 15000 um` |
| Crit start category | `input port` |
| Reg2reg start | `count[7]` |
| Hold Path Class | `reg -> reg` |
==> critical path: stages <==
cell and delay, ns:
clkdlybuf4s50_1 0.47, buf_4 0.31, nor2_1 0.12, o21ai_2 0.33
buf_4 0.38, mux2_2 0.36
==> through the flow <==
step | power (uW) | setup WS (ns) | hold WS (ns)
4_1_cts | 1570 | 1.85 | 0.471
3_3_place_gp | 1070 | 1.54 | 0.462
3_5_place_dp | 1080 | 1.50 | 0.464
2_1_floorplan | 887 | 0.213 | 0.437
5_1_grt | 1620 | 1.60 | 0.497
6_report | 1550 | 1.84 | 0.471
==> path summary, 6_finish.rpt <==
check                      endpoint
setup / recovery             seq[1]
hold / removal              seq[11]
setup reg to reg             seq[1]
hold reg to reg             seq[11]
max in group asynchronous      d[1]
min in group asynchronous   seq[10]
==> flip-flops by register name (all words and copies together), names as in the netlist <==
name,cells
rdy,1
count,32
dataOut,93
d,16
seq,12
q,15
==> cells in the mapped netlist, types with 2 or more instances <==
cell type	instances	area [um2]
ha_1	2	25.0
dlxtp_1	108	1620
a21oi_1	16	80.1
and4_1	2	17.5
nand2_1	16	60.1
nor3_1	9	45.0
mux2i_1	15	150
inv_1	7	26.3
xor2_1	16	140
and2_1	2	12.5
nor4_1	8	50.1
buf_2	4	20.0
nor2_1	27	101
buf_4	36	270
and3_1	4	25.0
edfxtp_1	33	991
nand3_1	14	70.1
dfrtp_1	27	676
xnor2_1	26	228
nand4_1	11	68.8
nor3b_1	2	15.0
==> final cells by class <==
type | instances | area (um2) | share of cell area (%)
antenna | 2 | 5.00 | 0.0691
timing repair buffer | 228 | 2270 | 31.4
clock buffer | 10 | 138 | 1.90
tap | 129 | 161 | 2.23
inverter | 7 | 26.3 | 0.363
multi-input combinational | 200 | 1260 | 17.4
sequential | 169 | 3310 | 45.8
clock inverter | 6 | 62.6 | 0.864
==> power breakdown <==
group | switching [uW] | internal [uW]
Combinational | 95.5 | 188
Sequential | 69.1 | 720
Clock | 211 | 268
Total | 375 | 1180
==> routing by layer <==
layer | part of all wire (%) | vias to the layer above | track usage [%]
met5 | 0 | - | 0
met4 | 2.4 | 0 | 8.25
met3 | 8.5 | 21 | 8.36
met2 | 51 | 156 | 47.0
met1 | 38 | 1694 | 40.1
li1 | - | 1729 | -
==> logic make-up after synthesis <==
| kind of cell | share of synthesized area (%) |
|---|---|
| AOI/OAI and AO/OA | 2.18 |
| xor gates and xnor gates | 7.62 |
| adders and majority gates | 0.519 |
| buffers and inverters | 6.72 |
| DFF | 35.1 |
| latches | 33.6 |
| muxes | 3.35 |
| other | 0.0777 |
| and+or+nand+nor | 10.8 |
Power is estimated from default activity; no workload was simulated.
