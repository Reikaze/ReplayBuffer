**./config.mk**
```make
export PLATFORM = sky130hd
export DESIGN_NAME = fifo
export DESIGN_NICKNAME = fifo
export VERILOG_FILES = /design/flow/design.v
export SDC_FILE = /design/flow/constraint.sdc
export NUM_CORES = 4
export LEC_CHECK = 1
export CORE_AREA = 10 10 70 70
export DIE_AREA = 0 0 80 80
```
**./constraint.sdc**
```tcl
current_design fifo

set clk_period 1.5
set clk_io_pct 0.2

create_clock -name clk0 -period $clk_period [get_ports {clk}]

set non_clock_inputs [all_inputs -no_clocks]
set_input_delay [expr $clk_period * $clk_io_pct] -clock clk0 $non_clock_inputs
set_output_delay [expr $clk_period * $clk_io_pct] -clock clk0 [all_outputs]
```
**./run.sh**
```bash
#!/bin/bash
# OpenROAD 26Q1-2900-gdf79404cd8, Yosys 0.63+post, stock flow scripts
make -C /OpenROAD-flow-scripts/flow DESIGN_CONFIG=/design/flow/config.mk WORK_HOME=/design/flow/orfs finish
```
**./design.v**
```verilog
module fifo(clk, reset, wr, rd, full, empty, w_addr, r_addr);
input                clk, reset;
input                wr,  rd;
output             full, empty;
output  [2:0]   w_addr, r_addr;
reg        [2:0]   w_addr, r_addr;
always@(posedge clk)
begin
   if(reset) 
   begin
       w_addr <=0;
       r_addr <=0;
   end
   else
     if( wr && !full)
        if( w_addr >= 4)
            w_addr <= 0;
        else
            w_addr <= w_addr + 1;
     if( rd && !empty)
        if( r_addr >= 4)
            r_addr <= 0;
        else
            r_addr <= r_addr + 1;
end
assign full = ((r_addr[2]!=w_addr[2]) && (r_addr[1:0]==w_addr[1:0]))?1'b1:1'b0;
assign empty= (r_addr == w_addr) ? 1'b1 : 1'b0;
endmodule
```
==> results.cfg <==
; implementation run metrics
[route]
totalWireLength_um = 1603
diodes = 0
drt_iter0_drc = 24
via_count = 488
drt_first_pass_iters = 4
drc_errors = 0
drtAntennaViolNets = 0
wire_per_inst_um = 12.33
viasPerCell = 3.754

[clock_network]
tritoncts = yes
clk_path_buf_depth = 2
numCtsBuffers = 3
clkSinkCount = 6
path_clk_slew_ns = 0.05
cts_htree_levels = 1
worstSkewPairLatency_ns = 0.26
cts_root_buf = clkbuf_4

[sta]
fin_ws_ns = -0.07187
fin_crit_sh_pct = 104.8
worst_slew_pin_slew_ns = 0.3145
fin_crit_ns = 1.572
setup_viol = 5
fin_tns_setup_ns = -0.2893
relSlewSlack_pct = 78.97
hold_viol = 0
rsz0062_at_grt = yes
slew_violations = 0
fin_skew_ns = 0.004321
fmax_ghz = 0.6362

[synth]
ys_cells = 42
ys_warn_count = 1
synth.avg_cell_area_um2 = 9.771
synth_chip_area_um2 = 410.4
postSynthSeqShare_pct = 36.59
synthCells = 42
synth_cell_types = 25
syn_area_um2 = 410.4
ys_ff = 6

[critical_path]
critPathLaunchType = flip-flop
required_ns = 1.51
timing.rr.start = r_addr[1]
slowest_stage = edfxtp_1
path_class = reg -> reg
ff2ff_setup_slack_ns = -0.07
critPathMaxStageDelay_ns = 0.39
cpMostUsedCell = buf_6
ff2ff_path_depth = 5
cp_max_fo = 4
end_kind = flip-flop
arrival_ns = 1.58
cp_top_family = flip-flops
crit_chain = buf_6 > xor2_2 > buf_6 > o311a_4 > and2_1
path_buffers = 2
r2r_end = r_addr[2]

[grt]
grt_pass1_vias = 497
grtUsageTotal_pct = 4.570
antenna_found_initial = 0
grt-ovfl-total = 0
grt_first_pass_wirelength_um = 2346
grt_max_degree = 8

[min_path]
holdPathEnd = w_addr[1]
hp-start = w_addr[1]
min_path_type = reg -> reg
min_path_cells = 3

[run]
tool_warnings = 29
cap_viol_max_count = 0

[floorplan]
num_rows = 21
die_h_um = 80
core_area_um2 = 3416
die_area_um2 = 6400
fp_util_pct = 12.01
die_width_um = 80
ios = 12

[power]
p_leak_nw = 0.4371
power_density_nw_per_um2 = 1469
max-vdd-ir-drop_mv = 0.5541

[run_status]
status = finished with violations
violations = setup timing

[layout]
lay_top_cells = 17 x buf_4, 10 x buf_6, 4 x inv_1, 4 x nand2_1, 4 x dlygate4sd2_1
layout_top_cell = buf_4
syn2layout_area_growth_pct = 131.7
drive_gt1_share_pct = 55.95

[placed_design]
dp_slack_ns = -0.1983
dp_hpwl_um = 928.3
place_congestion = 0.8287
portBuffers = 11
[routing by layer]
layer / vias up / part of all wire [%] / track usage (%)
met4: 0 / 2.6 / 0.7042
met3: 4 / 6.7 / 2.045
met1: 231 / 45 / 6.034
li1: 240 / - / -
met5: - / 0 / 0
met2: 13 / 45 / 6.822
[sequential cells by signal (all words and copies together), names as in the netlist]
name,count
w_addr,3
r_addr,3
[cells by family (layout without fill, tap and decap cells)]
family	Yosys count	after routing	synth area share (%)
multiplexers	1	1	2.439
XOR/XNOR	5	5	12.50
adder cells (fa/ha/maj)	3	3	9.147
AND-OR/OR-AND	9	9	17.08
AND/OR/NAND/NOR	14	14	18.60
flip-flops	6	6	36.59
buffers and inverters	4	46	3.657
[cell usage after synthesis]
master     n  share of area [%]
nor3_1     2                2.4
xor2_1     1                2.1
xor2_2     1                4.0
o21bai_1   1                1.8
edfxtp_1   3                 22
o211ai_1   1                1.8
or2b_1     1                1.8
and2_1     2                3.0
o221ai_1   1                2.1
o2111ai_1  1                2.1
nor4_1     1                1.5
inv_1      4                3.7
mux2i_1    1                2.4
dfxtp_1    3                 15
xnor2_1    3                6.4
o22a_2     1                2.4
nand4b_1   1                2.1
o311a_1    1                2.4
nand2_1    4                3.7
nor2_1     1               0.91
o31ai_1    1                1.8
and3_1     1                1.5
ha_1       3                9.1
a21oi_1    2                2.4
nor2b_1    1                1.5
[worst min-delay path: cells and delay by family, from the launching register on]
family	cells	cell delay (ns)
buffers and inverters	1	0.12
flip-flops	1	0.36
multiplexers	1	0.06
AND/OR/NAND/NOR	1	0.13
[timing repair]
action | 4_1_cts | 5_1_grt
hold buffers | 0 | 0
buffers inserted | 9 | 5
pin swaps | 7 | 6
setup endpoints to repair | 14 | 12
resized | 30 | 12
[final cells by class]
| class | count | area, µm² |
|---|---|---|
| Clock buffer | 4 | 26.28 |
| Fill cell | 348 | 2465 |
| Inverter | 4 | 15.01 |
| Multi-Input combinational cell | 32 | 352.8 |
| Sequential cell | 6 | 158.9 |
| Tap cell | 46 | 57.56 |
| Timing Repair Buffer | 38 | 340.3 |
[worst max-delay path by stage]
stage               end      start  slack [ns]  cells after the start
CTS           r_addr[1]  r_addr[0]       -0.08                      5
global route       full  r_addr[0]       -0.14                      4
finish        r_addr[2]  r_addr[1]       -0.07                      5
[report_power, final]
| part | total, W | switching [W] | internal [W] |
|---|---|---|---|
| Clock | 0.000172 | 0.0000707 | 0.000102 |
| Combinational | 0.000950 | 0.000354 | 0.000596 |
| Sequential | 0.000274 | 0.0000502 | 0.000224 |
[metrics by stage]
step | utilization [%] | hold WS (ns) | power (W) | cells | area (µm²)
3_5_place_dp | 19.78 | 0.6841 | 0.0008009 | 112 | 675.6
3_3_place_gp | 19.78 | 0.6944 | 0.0008020 | 112 | 675.6
4_1_cts | 24.69 | 0.6789 | 0.001191 | 125 | 843.3
5_1_grt | 27.84 | 0.7350 | 0.001492 | 130 | 950.9
6_report | 27.84 | 0.7209 | 0.001396 | 130 | 950.9
2_1_floorplan | - | 0.3785 | 0.0004445 | 42 | 410.4
Power and IR drop assume default switching activity.
